$ cat flow/config.mk
export PLATFORM = sky130hd
export DESIGN_NAME = freq_controller
export DESIGN_NICKNAME = freq_controller
export VERILOG_FILES = /design/flow/design.v
export SDC_FILE = /design/flow/constraint.sdc
export NUM_CORES = 4
export LEC_CHECK = 1
export CORE_AREA = 10 10 70 70
export DIE_AREA = 0 0 80 80
$ cat flow/constraint.sdc
current_design freq_controller

set clk_period 2.7
set clk_io_pct 0.2

create_clock -name clk0 -period $clk_period [get_ports {clk}]

set non_clock_inputs [all_inputs -no_clocks]
set_input_delay [expr $clk_period * $clk_io_pct] -clock clk0 $non_clock_inputs
set_output_delay [expr $clk_period * $clk_io_pct] -clock clk0 [all_outputs]
$ cat flow/design.v
module freq_controller (
 input          clk,
 output reg  divider
 );
parameter C4 = 93;
reg [6:0] counter = 7'd0;
always @(posedge clk)
begin
 if(counter == C4)
  counter <= 7'd0;
 else
 counter <= counter + 1'b1;
end
always@(posedge clk)
begin
 if(counter==C4)
   divider <= 1'b1;
  else
   divider <= 1'b0;
end
endmodule 
$ cat flow/run.sh
#!/bin/bash
# OpenROAD 26Q1-2900-gdf79404cd8, Yosys 0.63+post, stock flow scripts
make -C /OpenROAD-flow-scripts/flow DESIGN_CONFIG=/design/flow/config.mk WORK_HOME=/design/flow/orfs finish
==> notes.md <==
fresh numbers from the pnr run: CTS tree done, reg2reg path depth 3, Final Hold Violation Tally 0, static leakage 0.149 nW, Pwr per Cell Area 494 mW/mm², clk buf depth 2, Synth warnings 1, Final min period 1.54 ns, Post-synth EDFFs 0, via count 232, Flops after synth 8, initial antenna violation count 0, post-CTS resize count 0, placed instance count roughly 80, core area 0.00342 mm², max-slew violations 0, Finished Layout Cells about 83, DR DRC count 0, CP arrival 1.00 ns, CP Depth 1, wire per inst between 5 and 6 µm, actual slew at the worst max-slew pin 0.268 ns, Total Power between 0.2 and 0.25 mW, crit path max fanout 1, Initial DRC Count 14, Finished Cell Area 418 µm², first-pass GRT wire length 903 µm, Mapped Cells 33, cts hold-fix bufs 0, CP Buf/Inv Count 1, r2r setup slk 1.52 ns, Overflow after GRT 0, Die Ht about 80 µm, Async S/R FF share, synth 0, largest net degree at the start of global routing 7, Area after DPL 395 µm², count of final setup violators 0, setup tns final 0 ns, top-count cell post-synth dfxtp_1, Crit. End Element output port, Post-CTS Setup Inserts 0, startpoint types flip-flop, Final Cycle Share 0.569, clk_skew between 0.01 and 0.015 ns, switching pwr approximately 0.038 mW, final WL 477 µm, Logic pwr share 0, Die Wd 80 µm, CP max-delay cell clkdlybuf4s50_1, dpl ws 1.41 ns, P&R area growth vs syn 27.5%, Flop pwr share 0.573, IO buf count 1, Skew-Pair Late Insertion Delay 0.25 ns, final worst slack 1.16 ns, clock power share 0.427, Main synth FF type dfxtp_1, Int Pwr between 0.15 and 0.2 mW, clock slew at reported path FFs 0.05 ns, number of OpenROAD warnings 26, Seq share, synth 0.489, Worst Setup SP divider, Detailed Routing Iterations Pass 1 2, worst min path class reg2reg, Largest stage delay, worst path 0.45 ns, # H-tree levels 1, Syn Area/Cell 9.93 µm², GRT Total Usage 0.0167, vias in the first global route 237, ANT cells 0, Yosys Instances 33, RSZ-0062 raised after global routing no, share of cells above drive strength 1 0.135, Data required, critical path 2.16 ns, Top Ports 2, clk root buf clkbuf_4, Fmax roughly 0.65 GHz, Max-slew headroom 0.821, worst reg2reg startpoint counter[2], post-route ant nets 0, CP Cell Sequence clkdlybuf4s50_1, Reg-to-Reg End counter[5], total clock buffers created by CTS 3, switching power share of the total 0.182, post-DR vias/cell around 2.8, Mapped Area 328 µm², status complete, no violations, top cell type by total area after synthesis dfxtp_1, GPL Wtd Cong 0.732, YS chip area 328 µm², unique cell type count in the Yosys netlist 15, die area about 0.0064 mm², # rows 21, Area leader share 0.489, worst vdd ir 0.120 mV, Max Cap Viol 0, Synth area leaders dfxtp_1 (49%), nor2_1 (8.0%), ha_1 (7.6%), CP endpoint divider, kind of cell adding the most delay to the critical path buffers and inverters, CP Class reg2out, Pre-Place Util 0.0960, TritonCTS sink count 8, WHS 0.477 ns, final core utilization 0.122, most frequent cells after synthesis dfxtp_1 (8), nor2_1 (7), nand2_1 (3)
## worst min-delay path by stage
stage           from         end  slack, ns  cells past startpoint
4_1_cts   counter[0]  counter[0]       0.48                      1
5_1_grt   counter[0]  counter[0]       0.54                      1
6_report  counter[0]  counter[0]       0.48                      1
## power groups by stage
stage | Combinational (mW) | Sequential, mW | Clock, mW
after CTS | 0.0000000706 | 0.118 | 0.0928
after global routing | 0.0000000706 | 0.118 | 0.101
final | 0.0000000706 | 0.118 | 0.0882
## cell type report
class                   instances  area, µm²
well taps                      46       57.6
inverters                       1       3.75
flip-flops and latches          8        160
clock buffers                   3       22.5
multi-input cells              24        164
repair buffers                  1       10.0
fillers                       397       3000
## sequential cells by signal, summed over array words and instances, names as in the netlist
register  flops
counter       7
divider       1
## cells in the final DEF (no fill, tap or decap), drive strengths merged
master	count
clkbuf	3
mux2	1
nand3b	1
nand3	3
o21ai	1
dfxtp	8
nor2	7
ha	2
xnor2	1
o311ai	1
nor3	1
clkdlybuf4s50	1
xor2	2
inv	1
nand2	3
a31oi	1
## routing by layer
| metal | up-vias | track usage | wire [µm] |
|---|---|---|---|
| met5 | - | 0 | 0 |
| met3 | 0 | 0.00909 | 28 |
| met1 | 104 | 0.0162 | 210 |
| met2 | 5 | 0.0297 | 238 |
| li1 | 123 | - | - |
| met4 | 0 | 0.00528 | 0 |
## kinds of logic (layout without fill, tap and decap cells)
| group | Yosys count | count (layout) | synth area share |
|---|---|---|---|
| xor+xnor | 3 | 3 | 0.0802 |
| fa+ha+maj | 2 | 2 | 0.0763 |
| compound gates | 3 | 3 | 0.0611 |
| buf+inv | 1 | 5 | 0.0114 |
| simple gates | 15 | 15 | 0.248 |
| flops | 8 | 8 | 0.489 |
| mux | 1 | 1 | 0.0343 |
Power and IR drop assume default switching activity.
